`./run.sh`:
```
#!/bin/bash
# OpenROAD 26Q1-2900-gdf79404cd8, Yosys 0.63+post, stock flow scripts
make -C /OpenROAD-flow-scripts/flow DESIGN_CONFIG=/design/flow/config.mk WORK_HOME=/design/flow/orfs finish
```
`./config.mk`:
```
export PLATFORM = sky130hd
export DESIGN_NAME = uart_tx
export DESIGN_NICKNAME = uart_tx
export VERILOG_FILES = /design/flow/design.v
export SDC_FILE = /design/flow/constraint.sdc
export NUM_CORES = 4
export LEC_CHECK = 1
export CORE_AREA = 10 10 109 109
export DIE_AREA = 0 0 119 119
```
`./constraint.sdc`:
```
current_design uart_tx

set clk_period 2.4
set clk_io_pct 0.2

create_clock -name clk0 -period $clk_period [get_ports {clk}]

set non_clock_inputs [all_inputs -no_clocks]
set_input_delay [expr $clk_period * $clk_io_pct] -clock clk0 $non_clock_inputs
set_output_delay [expr $clk_period * $clk_io_pct] -clock clk0 [all_outputs]
```
`./design.v`:
```
module uart_tx #(
  parameter int DATA_BITS = 8,
  parameter bit PARITY_EN = 1'b1,
  parameter bit PARITY_TYPE = 1'b0,   
  parameter int STOP_BITS = 1
) (
  input  logic                  clk,
  input  logic                  rst_n,
  input  logic                  tick,         
  input  logic                  tx_start,     
  input  logic                  cts,          
  input  logic [DATA_BITS-1:0]  tx_data,      
  output logic                  tx_out,       
  output logic                  tx_busy,      
  output logic                  tx_done       
);
  typedef enum logic [2:0] {
    S_IDLE,
    S_START_BIT,
    S_DATA_BITS,
    S_PARITY_BIT,
    S_STOP_BIT1,
    S_STOP_BIT2
  } state_t;
  state_t current_state;
  logic [3:0] bit_count;
  logic [DATA_BITS-1:0] tx_shift_reg;
  logic [DATA_BITS-1:0] tx_data_latch;
  logic parity_value;
  logic flow_paused;
  logic tx_start_pending;
  always_ff @(posedge clk or negedge rst_n) begin
    if (!rst_n) begin
      current_state <= S_IDLE;
      tx_out <= 1'b1;   
      tx_busy <= 1'b0;
      tx_done <= 1'b0;
      bit_count <= 0;
      tx_shift_reg <= '0;
      tx_data_latch <= '0;
      parity_value <= 1'b0;
      flow_paused <= 1'b0;
      tx_start_pending <= 1'b0;
    end else begin
      tx_done <= 1'b0;
      if (tx_start && !tx_busy && cts) begin
        tx_start_pending <= 1'b1;
        tx_data_latch <= tx_data;   
      end
      if (!cts && !flow_paused && current_state != S_IDLE) begin
        flow_paused <= 1'b1;
      end
      else if (cts && flow_paused) begin
        flow_paused <= 1'b0;
      end
      if (!flow_paused) begin
        case (current_state)
          S_IDLE: begin
            tx_out <= 1'b1;   
            tx_busy <= 1'b0;
            if (tick && tx_start_pending) begin
              tx_start_pending <= 1'b0;
              tx_shift_reg <= tx_data_latch;   
              parity_value <= PARITY_TYPE ? ~(^tx_data_latch) : ^tx_data_latch;  
              current_state <= S_START_BIT;
              tx_busy <= 1'b1;
            end
          end
          S_START_BIT: begin
            tx_out <= 1'b0;
            if (tick) begin
              current_state <= S_DATA_BITS;
              bit_count <= 0;
            end
          end
          S_DATA_BITS: begin
            tx_out <= tx_shift_reg[0];
            if (tick) begin
              tx_shift_reg <= tx_shift_reg >> 1;
              if (bit_count == DATA_BITS-1) begin
                current_state <= PARITY_EN ? S_PARITY_BIT : S_STOP_BIT1;
                bit_count <= 0;  
              end else begin
                bit_count <= bit_count + 1'b1;
              end
            end
          end
          S_PARITY_BIT: begin
            tx_out <= parity_value;
            if (tick) begin
              current_state <= S_STOP_BIT1;
            end
          end
          S_STOP_BIT1: begin
            tx_out <= 1'b1;
            if (tick) begin
              if (STOP_BITS == 1) begin
                current_state <= S_IDLE;
                tx_done <= 1'b1;
              end else begin
                current_state <= S_STOP_BIT2;
              end
            end
          end
          S_STOP_BIT2: begin
            tx_out <= 1'b1;
            if (tick) begin
              current_state <= S_IDLE;
              tx_done <= 1'b1;
            end
          end
          default: current_state <= S_IDLE;
        endcase
      end
    end
  end
endmodule
```
==> summary.txt <==
flow finished, numbers: run status complete, no violations, drt total wl 2690 um, Synth Seq Share 51.9%, CTS Buf Count 5, first-pass GRT wire length 4460 um, LEAKAGE 0.000724 uW, Setup crit start tick, CTS Sinks 29, reg2reg start current_state[1], die width 119 um, setup TNS 0 ps, layout cells sized above 1 14.8%, HPWL Detailed 1890 um, Internal 1320 uW, Die Area 0.0142 sq mm, clock share of power 20.7%, first-iteration detailed-routing DRC count 39, number of setup violations in the final report 0, Initial Util 14.5%, FF-to-FF End current_state[0], Worst setup EP type flop, placed cell area 0.00167 sq mm, Flop pwr share 42.6%, clock skew 5.44 ps, Cell Type Count 32, final hold viol count 0, hold crit path type reg2reg, reg2reg path depth 4, via count 912, CP max stage delay 710 ps, hold_sp tx_shift_reg[1], Cells after Synth 125, yosys warning tally 1, Syn Area/Cell 11.2 sq um, worst-path maximum fanout 16, f_max 514 MHz, Placer Congestion 0.762, Comb pwr share 36.7%, adder share 0.894%, slew margin rel. 64.0%, RSZ-0062 raised after global routing no, drt first pass iters 4, Crit-path slowest cell or4_1, Hold Path Sink tx_shift_reg[1], total gr overflow 0, initial antenna violation count 0, total track usage 3.77%, cts hold-fix bufs 0, final slew viol count 0, number of global-route vias before repair 901, synthesized cell area 0.00140 sq mm, Reg2Reg Setup Slack 640 ps, Post-Synth AOI/OAI Area 12.1%, FP Rows 36, yosys simple share 12.6%, fin crit share 81.1%, Synth mux share 12.5%, slew of the pin with the lowest slew margin 539 ps, P_sw 683 uW, Top non-seq family simple AND/OR/NAND/NOR gates, Chip Area, Yosys 0.00140 sq mm, setup repair bufs after CTS 0, VDD IR-drop max 400 uV, most frequent cells in the layout dfrtp_1 (28), clkdlybuf4s50_1 (15), o21ai_0 (12), nand2_1 (11), DRC Markers 0, Core ar. 0.00964 sq mm, # fillers 1094, crit-path cells clkdlybuf4s50_1 -> nand2b_4 -> or4_1 -> nand2_1 -> o21ai_0, final instance area 0.00176 sq mm, Final Core Density 18.2%, Die Y 119 um, dominant logic cell type in the layout dfrtp_1, CTS max path bufs 2, Avg WL per Cell 9.79 um, final hold slack 479 ps, Routed Antenna Nets 0, Setup CP Type in2reg, hold depth 2, clock-pin slew on the worst setup and hold paths 60 ps, number of buffers added on ports 15, IO Pins 16, ys flops 29, CTS tree yes, crit path DAT 2080 ps, yosys xor share 5.00%, cells in synth_stat.txt 125, Layout area overhead 25.4%, largest net degree at the start of global routing 30, ANT cells 0, Critical Path Start Type input port, Worst Path Required 2530 ps, clk latency late pin 280 ps, root buffer cell clkbuf_8, Vias/cell 3.32, post-layout min period 1950 ps, maximum capacitance violations 0, pwr/cell area 1140 mW/mm^2, CTS resizes 0, CTS H-tree lvls 2, sw frac 34.1%, tool warnings 25
## power groups by stage
| stage | clock, uW | combinational [uW] | sequential, uW |
|---|---|---|---|
| after CTS | 423 | 747 | 855 |
| after global routing | 444 | 824 | 886 |
| final | 414 | 735 | 852 |
## cell families (layout without fill, tap and decap cells)
group | count (synthesis) | in the layout
flip-flops | 29 | 29
AND-OR/OR-AND | 28 | 28
multiplexers | 16 | 16
XOR/XNOR | 8 | 8
AND/OR/NAND/NOR | 33 | 33
buffers and inverters | 10 | 27
adder cells (fa/ha/maj) | 1 | 1
## Yosys cell counts
cell | n | share of area, %
dfrtp_1 | 28 | 50
a21oi_1 | 8 | 2.9
nand3b_1 | 1 | 0.54
o22ai_1 | 2 | 0.89
nand3_1 | 2 | 0.71
o21bai_1 | 1 | 0.54
a22o_1 | 1 | 0.63
o21ai_0 | 12 | 4.3
nand2b_4 | 1 | 0.98
nor3_1 | 3 | 1.1
clkbuf_2 | 1 | 0.36
nor2_1 | 6 | 1.6
buf_6 | 4 | 3.2
mux2_4 | 1 | 1.1
nand2_1 | 11 | 2.9
inv_1 | 3 | 0.80
or3_1 | 2 | 0.89
buf_2 | 1 | 0.36
ha_1 | 1 | 0.89
nand2b_1 | 3 | 1.3
nor3b_1 | 1 | 0.54
or3b_4 | 1 | 0.80
a31oi_4 | 1 | 1.5
mux2i_1 | 7 | 5.0
mux2_2 | 8 | 6.4
or4_1 | 1 | 0.54
nor2b_2 | 1 | 0.63
clkbuf_1 | 1 | 0.27
xnor2_1 | 8 | 5.0
o21ai_1 | 2 | 0.71
a311oi_1 | 1 | 0.63
dfstp_2 | 1 | 1.9
## area by class of cell
type	instances	area, sq um	share of cell area [%]
Tap cell	133	166	9.48
Sequential cell	29	727	41.4
Inverter	3	11.3	0.641
Clock buffer	8	90.1	5.13
Multi-Input combinational cell	86	603	34.4
Timing Repair Buffer	16	158	8.98
## how the worst max path moves through the flow
stage	cells past startpoint	end
finish	5	tx_shift_reg[6]
global route	5	tx_shift_reg[0]
CTS	5	tx_shift_reg[6]
## routing by layer
layer | wire length (um) | track usage [%] | share of wire (%) | up-vias
met1 | 1410 | 5.80 | 52 | 427
li1 | - | - | - | 468
met3 | 122 | 1.29 | 4.5 | 3
met5 | 0 | 0 | 0 | -
met2 | 1140 | 5.08 | 42 | 14
met4 | 21 | 0.458 | 0.78 | 0
## metrics by stage
step / instances / setup slack [ps] / power [uW]
2_1_floorplan: 125 / 747 / 1460
3_3_place_gp: 267 / 207 / 1580
3_5_place_dp: 267 / 184 / 1600
4_1_cts: 275 / 467 / 2020
5_1_grt: 275 / 329 / 2150
6_report: 275 / 455 / 2000
## worst max-delay path: cells and delay by family
| kind | cells | cell delay (ps) |
|---|---|---|
| simple gates | 3 | 940 |
| buf+inv | 1 | 550 |
| compound gates | 1 | 100 |
Power and IR drop assume default switching activity.
